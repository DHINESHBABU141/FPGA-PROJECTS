## flow/run.sh

```bash
#!/bin/bash
# OpenROAD 26Q1-2900-gdf79404cd8, Yosys 0.63+post, stock flow scripts
make -C /OpenROAD-flow-scripts/flow DESIGN_CONFIG=/design/flow/config.mk WORK_HOME=/design/flow/orfs finish
```

## flow/config.mk

```make
export PLATFORM = sky130hd
export DESIGN_NAME = uart_tx
export DESIGN_NICKNAME = uart_tx
export VERILOG_FILES = /design/flow/design.v
export SDC_FILE = /design/flow/constraint.sdc
export NUM_CORES = 4
export LEC_CHECK = 1
export CORE_AREA = 10 10 100 100
export DIE_AREA = 0 0 110 110
```

## flow/constraint.sdc

```tcl
current_design uart_tx

set clk_period 4.2
set clk_io_pct 0.2

create_clock -name clk0 -period $clk_period [get_ports {clk}]

set non_clock_inputs [all_inputs -no_clocks]
set_input_delay [expr $clk_period * $clk_io_pct] -clock clk0 $non_clock_inputs
set_output_delay [expr $clk_period * $clk_io_pct] -clock clk0 [all_outputs]
```

## flow/design.v

```verilog
`timescale 1ns / 1ps
module uart_tx #(
    parameter CLK_FREQ = 50000000,   
    parameter BAUD_RATE = 9600
)(
    input clk,
    input rst,
    input tx_start,
    input [7:0] tx_data,
    output reg tx_serial,
    output reg tx_busy
);
    localparam integer BAUD_DIV = CLK_FREQ / BAUD_RATE;
    reg [15:0] baud_cnt;
    reg [3:0] bit_cnt;
    reg [9:0] shift_reg;  
    reg sending;
    always @(posedge clk) begin
        if (rst) begin
            tx_serial <= 1'b1;   
            tx_busy <= 0;
            baud_cnt <= 0;
            bit_cnt <= 0;
            sending <= 0;
            shift_reg <= 10'b1111111111;
        end else begin
            if (!sending) begin
                if (tx_start) begin
                    shift_reg <= {1'b1, tx_data, 1'b0}; 
                    sending <= 1;
                    tx_busy <= 1;
                    baud_cnt <= 0;
                    bit_cnt <= 0;
                    tx_serial <= 0;  
                end else begin
                    tx_serial <= 1;
                    tx_busy <= 0;
                end
            end else begin
                if (baud_cnt == BAUD_DIV - 1) begin
                    baud_cnt <= 0;
                    tx_serial <= shift_reg[bit_cnt];
                    bit_cnt <= bit_cnt + 1;
                    if (bit_cnt == 9) begin
                        sending <= 0;
                        tx_busy <= 0;
                    end
                end else begin
                    baud_cnt <= baud_cnt + 1;
                end
            end
        end
    end
endmodule
```

==> run summary <==
Status = finished clean
FF-to-FF Start = baud_cnt[0]
First-pass GRT wire length = 6672 um
Max-area cell share = 0.3832
Placer Congestion = 0.8668
Startpoint Class = input pin
XOR Share, Synth = 0.02620
Crit path to = baud_cnt[15]
# resized after CTS = 0
Remaining global-route overflow = 0
N_diodes = 0
Initial antenna violation count = 0
Final wirelength = 3927 um
Count of input and output buffers = 12
AND/OR/NAND/NOR Cells, Area Fraction = 0.2874
Post-synth EDFFs = 0
Part of the power in registers = 0.518
Setup Skew = 0.003847 ns
Yosys stat cell total = 198
Max Buffers Root-to-Sink = 2
Logic family by area = simple AND/OR/NAND/NOR gates
Reg2Reg Depth = 5
Max reg flops = 16
RSZ-0062 raised after global routing = no
CTS sink count = 32
Syn Inst Count = 198
Global Route Usage Sum = 0.06664
Vias in the first global route = 1,385
Tool warning count = 26
Aoi share = 0.2111
Synth cell count leaders = dfxtp_1 (32), nand2_1 (27), nor2_1 (16)
Die width = 110 um
Net switching power = 0.0001494 W
Synth Seq Share = 0.3832
Mux area share = 0.02395
Combinational Power Share = 0.087
Avg Cell Area, Syn = 8.442 um2
Initial drt markers = 159
Synth Warn # = 1
Most common cell in the synthesized netlist = dfxtp_1
Synthesis area per yosys = 1672 um2
CTS root buf = clkbuf_8
Logic area = 954.7 um2
Register area = 640.6 um2
CTS tree = built
Main flop type = dfxtp_1
Internal power = 0.0004716 W
Critical setup path kind = in -> reg
Hold WS = 0.4398 ns
Power density cells = 316.9 nW/um2
Die area = 12,100 um2
Max VDD drop = 0.0001112 V
Yosys top cell by area = dfxtp_1
I/O pin count = 13
# DRC = 0
Worst setup EP type = register
Clock-pin slew on the worst setup and hold paths = 0.07 ns
Switching Fraction = 0.2405
Die Y-Extent = 110 um
FFs w/ async S/R, synth = 0
Count of antenna-violating nets left after detailed routing = 0
Adder Area Share = 0.02246
Leakage power = 0.6943 nW
CTS HTree Levels = 2
Reg2reg end = baud_cnt[11]
Hold Buf Count CTS = 0
Sum Neg Setup Slack = 0 ns
Num rows = 32
Final setup violation count = 0
Fill cells = 865
Slew HR = 0.4638
Flops out of synthesis = 32
Top cells, area = dfxtp_1 (38%), nand2_1 (6.1%), nor2_1 (3.6%)
Vias = 1,493
Postcts setup bufs = 0
Max Cap Violations = 0
Worst EP arrival = 2.77 ns
Worst Path Required = 4.38 ns
Worst-Skew Late Latency = 0.28 ns
Clock power share = 0.395
Hold Path Class = reg -> reg
HPWL after detailed placement = 2737 um
Cell Area, Synth = 1672 um2
Reg-to-reg slack, setup = 1.78 ns
Pin count of the biggest net entering global routing = 19
Post-layout period usage = 0.6165
Final critical-path required period = 2.589 ns
Syn-to-layout area delta = 17.22%
Synth unique cells = 53
Crit Path Max Fanout = 18
DRT Pass-1 Iters = 4
Num CTS Buffers = 5
Routed WL per cell = 12.71 um
CORE AREA = 7807 um2
CP startpoint = rst
Final Max Tran Viols = 0
Worst Tran Pin Value = 0.8014 ns
Fmax achieved = 0.3862 GHz
Starting Density = 0.2141
Vias per cell = 4.832
Layout cells sized above 1 = 0.06763
Hold Vio Cnt, Final = 0
placed cells by master (no fill, tap or decap), drive strengths merged, types with 2 or more instances in the layout:
| cell type | count |
|---|---|
| a211o | 2 |
| a31oi | 8 |
| a41o | 3 |
| o211ai | 3 |
| and4bb | 2 |
| inv | 7 |
| nand3b | 2 |
| nand4 | 4 |
| nand3 | 10 |
| o32ai | 3 |
| mux2i | 4 |
| a21oi | 5 |
| dfxtp | 32 |
| nor4 | 6 |
| a22o | 2 |
| o21a | 4 |
| or3 | 3 |
| nor4b | 2 |
| nand2 | 27 |
| ha | 3 |
| xnor2 | 5 |
| clkbuf | 8 |
| o21ai | 5 |
| nor3 | 7 |
| a211oi | 4 |
| clkdlybuf4s50 | 12 |
| nor2 | 16 |
per-layer routing:
layer | vias to the layer above | GRT usage | part of all wire
met5 | - | 0 | 0
met3 | 4 | 0.01880 | 0.065
met1 | 702 | 0.1026 | 0.53
met2 | 35 | 0.09314 | 0.40
li1 | 752 | - | -
met4 | 0 | 0.007435 | 0.0079
cell type report:
type                       instances  share of cell area
clock buffer                       8             0.04598
inverter                           7             0.01341
multi-input combinational        148              0.4872
sequential                        32              0.3269
tap                              102             0.06513
timing repair buffer              12             0.06130
worst max-delay path, cell delays in order:
cell	delay, ns
clkdlybuf4s50_1	0.89
inv_1	0.43
nand2_1	0.35
nand2_1	0.09
o21a_1	0.17
metrics by stage:
stage	worst slack (ns)	instance area (um2)	util	power, W	std cells
final	1.611	1959	0.2510	0.0006210	309
after global routing	1.467	1959	0.2510	0.0006463	309
after CTS	1.613	1959	0.2510	0.0006258	309
after detailed placement	1.340	1869	0.2394	0.0003824	301
after global placement	1.369	1869	0.2394	0.0003818	301
after floorplan	2.437	1672	-	0.0003603	198
kinds of logic (layout without fill, tap and decap cells):
group                      after synthesis  count (layout)
xor gates and xnor gates                 5               5
adders and majority gates                3               3
DFF                                     32              32
AOI/OAI and AO/OA                       48              48
muxes                                    4               4
and+or+nand+nor                         88              88
buffers and inverters                   18              27
power by group through the flow:
stage | registers (W) | logic [W] | clock network (W)
CTS | 0.000322 | 0.0000542 | 0.000250
global route | 0.000324 | 0.0000606 | 0.000262
finish | 0.000322 | 0.0000539 | 0.000245
worst min path at each step:
stage	startpoint	endpoint	slack (ns)	depth (start not counted)
finish	shift_reg[0]	shift_reg[0]	0.44	2
global route	shift_reg[0]	shift_reg[0]	0.48	2
CTS	shift_reg[0]	shift_reg[0]	0.44	2
Power is estimated from default activity; no workload was simulated.
