[flow/config.mk]
export PLATFORM = sky130hd
export DESIGN_NAME = uart_packetizer_top
export DESIGN_NICKNAME = uart_packetizer_top
export VERILOG_FILES = /design/flow/design.v
export SDC_FILE = /design/flow/constraint.sdc
export NUM_CORES = 4
export LEC_CHECK = 1
export CORE_UTILIZATION = 40
[flow/constraint.sdc]
current_design uart_packetizer_top

set clk_period 3.9
set clk_io_pct 0.2

create_clock -name clk0 -period $clk_period [get_ports {clk}]

set non_clock_inputs [all_inputs -no_clocks]
set_input_delay [expr $clk_period * $clk_io_pct] -clock clk0 $non_clock_inputs
set_output_delay [expr $clk_period * $clk_io_pct] -clock clk0 [all_outputs]
[flow/design.v]
`timescale 1ns / 1ps
module fifo_sync (
    input clk,
    input rst,
    input wr_en,
    input rd_en,
    input [7:0] data_in,
    output reg [7:0] data_out,
    output fifo_full,
    output fifo_empty,
    output reg data_out_valid
);
    parameter DEPTH = 16;
    parameter ADDR_WIDTH = 4;  
    reg [7:0] mem [0:DEPTH-1];
    reg [ADDR_WIDTH-1:0] wr_ptr = 0, rd_ptr = 0;
    reg [ADDR_WIDTH:0] count = 0;
    assign fifo_full = (count == DEPTH);
    assign fifo_empty = (count == 0);
    always @(posedge clk) begin
        if (rst) begin
            wr_ptr <= 0;
            rd_ptr <= 0;
            count <= 0;
            data_out_valid <= 0;
            data_out <= 0;
        end else begin
            if (wr_en && !fifo_full) begin
                mem[wr_ptr] <= data_in;
                wr_ptr <= wr_ptr + 1;
                count <= count + 1;
            end
            if (rd_en && !fifo_empty) begin
                data_out <= mem[rd_ptr];
                rd_ptr <= rd_ptr + 1;
                count <= count - 1;
                data_out_valid <= 1;
            end else begin
                data_out_valid <= 0;
            end
        end
    end
endmodule
`timescale 1ns / 1ps
module packetizer_fsm (
    input clk,
    input rst,
    input fifo_empty,
    input tx_ready,
    input [7:0] fifo_data_out,
    output reg rd_en,
    output reg serial_out,
    output reg tx_busy
);
    reg [3:0] bit_cnt;
    reg [9:0] shift_reg;  
    reg transmitting;
    localparam IDLE = 2'b00;
    localparam LOAD = 2'b01;
    localparam TRANSMIT = 2'b10;
    reg [1:0] state, next_state;
    always @(posedge clk) begin
        if (rst) begin
            state <= IDLE;
            rd_en <= 0;
            tx_busy <= 0;
            serial_out <= 1;  
            bit_cnt <= 0;
            transmitting <= 0;
        end else begin
            state <= next_state;
            case(state)
                IDLE: begin
                    serial_out <= 1;
                    tx_busy <= 0;
                    rd_en <= 0;
                    bit_cnt <= 0;
                end
                LOAD: begin
                    shift_reg <= {1'b1, fifo_data_out, 1'b0};  
                    rd_en <= 1;   
                    tx_busy <= 1;
                    bit_cnt <= 0;
                end
                TRANSMIT: begin
                    rd_en <= 0;
                    serial_out <= shift_reg[bit_cnt];
                    bit_cnt <= bit_cnt + 1;
                    if (bit_cnt == 9) begin
                        tx_busy <= 0;
                    end
                end
            endcase
        end
    end
    always @(*) begin
        next_state = state;
        case(state)
            IDLE: begin
                if (!fifo_empty && tx_ready)
                    next_state = LOAD;
            end
            LOAD: begin
                next_state = TRANSMIT;
            end
            TRANSMIT: begin
                if (bit_cnt == 9)
                    next_state = IDLE;
            end
        endcase
    end
endmodule
`timescale 1ns / 1ps
module uart_packetizer_top (
    input clk,
    input rst,
    input [7:0] data_in,
    input data_valid,
    input tx_ready,
    output serial_out,
    output fifo_full,
    output tx_busy
);
    wire fifo_empty;
    wire fifo_data_valid;
    wire [7:0] fifo_data_out;
    wire fifo_rd_en;   
    fifo_sync fifo_inst (
        .clk(clk),
        .rst(rst),
        .wr_en(data_valid && !fifo_full),
        .rd_en(fifo_rd_en),
        .data_in(data_in),
        .data_out(fifo_data_out),
        .fifo_full(fifo_full),
        .fifo_empty(fifo_empty),
        .data_out_valid(fifo_data_valid)
    );
    packetizer_fsm fsm_inst (
        .clk(clk),
        .rst(rst),
        .fifo_empty(fifo_empty),
        .tx_ready(tx_ready),
        .fifo_data_out(fifo_data_out),
        .rd_en(fifo_rd_en),   
        .serial_out(serial_out),
        .tx_busy(tx_busy)
    );
endmodule
[flow/run.sh]
#!/bin/bash
# OpenROAD 26Q1-2900-gdf79404cd8, Yosys 0.63+post, stock flow scripts
make -C /OpenROAD-flow-scripts/flow DESIGN_CONFIG=/design/flow/config.mk WORK_HOME=/design/flow/orfs finish
==> Changelog: implementation <==
## Flow update

* RSZ-0062 raised after global routing: false
* DIE HEIGHT at 131 um
* CP bufs+invs at 1
* Core box area at 0.0160 mm^2
* Post-synth EDFFs at 136
* Mapped Area at 0.00663 mm^2
* Most common reg cell: edfxtp_1
* Vias at 3440
* Row count at 46
* Max Cap Viol at 0
* Core Util, Final at 47.3%
* Most frequent logic cells in the routed design: edfxtp_1, nor2_1, mux2i_1
* Hold Buf Count CTS at 0
* Initial antenna violation count at 0
* Post-synth ARST share at 0%
* FF-to-FF setup slack at 1.35 ns
* WHS Endpoint: fsm_inst.shift_reg[6]
* Worst Hold Class: register to register
* Largest net degree at the start of global routing at 51
* Fin cells at 660
* Crit-path max FO at 4
* Num CTS Buffers at 17
* Vias in the first global route at 3552
* YS chip area at 0.00663 mm^2
* PortBufs at 14
* # Post-CTS Setup Buffers at 0
* Worst path cell trace: or3_4 > nor3_1 > clkdlybuf4s50_1
* Cells after Synth at 416
* DRT antenna net count at 0
* HPWL after DPL at 7930 um
* Register share after synthesis at 71.0%
* Worst Hold Depth at 0
* Iteration tally of the first detailed-router pass at 4
* Final Hold Vio Count at 0
* Number of logged tool warnings at 29
* Highest clock rate at 0.388 GHz
* Crit path kind: register to primary output
* Late-Pin Clk Latency at 0.42 ns
* Fin crit share at 66.1%
* Fp util at 41.4%
* Final setup vio count at 0
* CTS Sinks at 167
* CP Launch Type: register
* Root Driver: clkbuf_16
* Worst rel slew slack at 45.3%
* CTS tree: yes
* Max-slew violation count at 0
* Cts repair resizes at 0
* Dpl ws at 1.02 ns
* Worst r2r src: fifo_inst.count[1]
* H-tree depth at 4
* Syn. warnings at 2
* Worst Path Arrival at 1.80 ns
* Worst r2r dst: fifo_inst.count[4]
* Total wire length at 12200 um
* Final worst slack at 1.32 ns
* 1st-iter DRT viols at 140
* Avg Vias per Cell at 5.21
* Hold Crit Start: fifo_inst.data_out[5]
* Yosys Instances at 416
* Cells on worst reg2reg path at 9
* Status: finished, final reports clean
* PwrDens at 496 mW/mm^2
* Slowest stage delay, CP at 0.48 ns
* Critical Path End Type: primary output
* Largest register FFs at 128
* Share of cells above drive strength 1 at 11.7%
* Clock Path Buffers at 2
* Clock period minus worst slack at 2.58 ns
* CTS clk-pin slew, worst paths at 0.06 ns
* Chip Area at 0.0171 mm^2
* I/O pin cnt at 15
* Leakage at 2.36 nW
* DP Cell Count at 629
* Critical-path top delay cell: clkdlybuf4s50_1
* Mean routed wirelength per cell at 18.5 um
* Post-synth regs at 167
* TNS Setup at 0 ns
* Routability congestion estimate at 0.828
* Die Wd at 131 um
* Worst clock skew at 0.00654 ns
* Cell family with most CP delay: simple AND/OR/NAND/NOR gates
* GRT overflow at 0
* Area grow syn2layout at 14.4%
* Syn avg cell area at 15.9 um^2
* Top cell excl fill/tap: edfxtp_1
* Overall routing resource usage at 16.7%
* Drc violations at 0
* Tightest Pin Transition at 0.821 ns
* Unique cell types at 44
* Global-route wire length before repair at 19300 um
* Maximum VDD drop at 0.000326 V
* Critical path data required time at 3.12 ns
* Antenna Cells at 0
-- kinds of logic after synthesis --
family          count (synthesis)  synth area share, %
simple gates                   88                 6.19
xor+xnor                        9                 1.19
compound gates                 55                 5.84
mux                            56                 11.7
fa+ha+maj                      11                 2.19
flops                         167                 71.0
buf+inv                        30                 1.91
-- cells in the mapped netlist (2+ instances only) --
cell type / count / area [um^2]
a211oi_1: 10 / 75.1
a21o_1: 3 / 22.5
a21oi_1: 6 / 30.0
a311oi_1: 8 / 70.1
buf_1: 3 / 11.3
buf_2: 8 / 40.0
clkbuf_1: 11 / 41.3
dfxtp_1: 31 / 621
edfxtp_1: 136 / 4080
ha_1: 10 / 125
inv_1: 7 / 26.3
mux2i_1: 39 / 390
mux4_2: 17 / 383
nand2_1: 17 / 63.8
nand3_1: 2 / 10.0
nand3b_1: 3 / 22.5
nor2_1: 46 / 173
nor2b_1: 3 / 18.8
nor3_1: 3 / 15.0
o21ai_0: 4 / 20.0
o22ai_1: 16 / 100
o31a_1: 2 / 17.5
or3_1: 3 / 18.8
xnor2_1: 6 / 52.6
xor2_1: 3 / 26.3
-- area by class of cell --
| type | instances | area [um^2] |
|---|---|---|
| Timing Repair Buffer | 20 | 185 |
| Inverter | 7 | 26.3 |
| Clock buffer | 21 | 440 |
| Multi-Input combinational cell | 219 | 1790 |
| Clock inverter | 10 | 154 |
| Tap cell | 216 | 270 |
| Sequential cell | 167 | 4710 |
| Fill cell | 1356 | 8420 |
-- worst register-to-register path, stage by stage, from the launching register on --
cell	delay [ns]
dfxtp_1	0.34
or3_4	0.42
o31a_1	0.24
buf_4	0.22
fa_1	0.48
a21o_1	0.20
a21oi_1	0.18
or3b_1	0.14
and3_1	0.17
nor3_2	0.04
-- how the worst max path moves through the flow --
stage	depth (start not counted)	slack [ns]	from	end
after global routing	9	1.21	fifo_inst.count[1]	fifo_inst.count[4]
final	3	1.32	fifo_inst.count[1]	fifo_full
after CTS	3	1.30	fifo_inst.count[1]	fifo_full
-- metal layers --
metal  global-route usage [%]  vias up  part of all wire (%)
met5                        0        -                     0
li1                         -     1643                     -
met4                     2.70        0                   1.8
met1                     24.5     1653                    42
met3                     9.25       15                    10
met2                     24.0      129                    46
-- where the power goes --
group / internal [mW] / total [mW] / leakage, nW / switching [mW]
Combinational: 0.0421 / 0.112 / 0.590 / 0.0703
Sequential: 1.95 / 1.96 / 1.48 / 0.0169
Clock: 1.06 / 1.68 / 0.286 / 0.617
-- stage by stage --
step / hold slack, ns / area (um^2) / power [mW]
after detailed placement: 0.422 / 6980 / 2.12
after global routing: 0.438 / 7580 / 3.89
after floorplan: 0.409 / 6630 / 2.06
after global placement: 0.418 / 6980 / 2.11
after CTS: 0.428 / 7580 / 3.79
final: 0.429 / 7580 / 3.76
No activity file was given, so power comes from the tool's default toggle rates.
